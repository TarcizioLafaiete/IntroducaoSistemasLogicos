`flow/config.mk`:
```
export PLATFORM = sky130hd
export DESIGN_NAME = cofre_behavorial
export DESIGN_NICKNAME = cofre_behavorial
export VERILOG_FILES = /design/flow/design.v
export SDC_FILE = /design/flow/constraint.sdc
export NUM_CORES = 4
export LEC_CHECK = 1
export CORE_AREA = 10 10 70 70
export DIE_AREA = 0 0 80 80
```
`flow/constraint.sdc`:
```
current_design cofre_behavorial

set clk_period 1.9
set clk_io_pct 0.2

create_clock -name clk0 -period $clk_period [get_ports {clk}]

set non_clock_inputs [all_inputs -no_clocks]
set_input_delay [expr $clk_period * $clk_io_pct] -clock clk0 $non_clock_inputs
set_output_delay [expr $clk_period * $clk_io_pct] -clock clk0 [all_outputs]
```
`flow/design.v`:
```
module cofre_behavorial(
    input clk,
    input reset,
    input [1:0] digito,
    output reg led
);
localparam INICIAL = 3'b000;  
localparam C = 3'b001;   
localparam CB = 3'b010;  
localparam CBA = 3'b011;  
localparam CBAB = 3'b100;  
localparam CBABC = 3'b101;  
reg [2:0] q_state = INICIAL;
reg [2:0] nx_q_state = INICIAL;
always @(posedge clk) begin
    if(reset == 1'b1) begin 
    	q_state = nx_q_state;
    end
    else begin
    	q_state = C;
	end
end
always @* begin
    case (q_state)
        INICIAL: 
        begin
            led = 1'b0;
            if(digito == 2'b11) begin
                nx_q_state = C;
            end
            else begin
                nx_q_state = INICIAL;
            end
        end
        C:
            begin
                if(digito == 2'b10) begin
                    nx_q_state = CB;
                end
                else if(digito == 2'b00) begin
                    nx_q_state = C;
                end
                else begin
                    nx_q_state = INICIAL;
                end
            end
        CB:
            begin
                if(digito == 2'b01) begin
                    nx_q_state = CBA;
                end
                else if(digito == 2'b00) begin
                    nx_q_state = CB;
                end
                else begin
                    nx_q_state = INICIAL;
                end
            end
        CBA:
            begin
                if(digito == 2'b10) begin
                    nx_q_state = CBAB;
                end
                else if(digito == 2'b00) begin
                    nx_q_state = CBA;
                end
                else begin
                    nx_q_state = INICIAL;
                end
            end
        CBAB:
            begin
                if(digito == 2'b11) begin
                    nx_q_state = CBABC;
                end
                else if(digito == 2'b00) begin
                    nx_q_state = CBAB;
                end
                else begin
                    nx_q_state = INICIAL;
                end
            end
        CBABC:
            begin
                nx_q_state = CBABC;
                led = 1'b1;
            end
        default: 
            nx_q_state = INICIAL;
    endcase
end 
endmodule
```
`flow/run.sh`:
```
#!/bin/bash
# OpenROAD 26Q1-2900-gdf79404cd8, Yosys 0.63+post, stock flow scripts
make -C /OpenROAD-flow-scripts/flow DESIGN_CONFIG=/design/flow/config.mk WORK_HOME=/design/flow/orfs finish
```
==> qor.txt <==
Xor/xnor share: 0.0335
Post-Layout Cell Count: 80
Gate Count Post-Synth: 27
Worst-path cell chain: clkdlybuf4s50_1, inv_1, ha_1, and3b_1, a21oi_1, o221ai_1
Hold-fix buffers, CTS: 0
Clock tree from TritonCTS: yes
Setup ws final: 459 ps
Total power: 0.212 mW
Grt met2 use: 0.0209
Worst slew pin tran: 300 ps
Setup-violating endpoint count in the final report: 0
Fmax: 694 MHz
CP max stage delay: 500 ps
DR WL/cell: 6.15 um
# Cells Yosys: 27
PortBufs: 4
Ys Warns: 1
Synthesis area per yosys: 262 um2
Total CTS buffers: 3
Core region area: 0.00342 mm2
Adder-cell area share of the yosys netlist: 0.191
Flop area: 75.1 um2
Area Overhead vs Synth: 43.1%
Antenna viol nets, final: 0
Via count: 209
Final Hold Fails: 0
Drc violations: 0
Die Size: 0.00640 mm2
GRT Util Overall: 0.0158
Final global-route overflow total: 0
Largest net degree at the start of global routing: 10
Worst VDD drop: 0.0969 mV
Rows: 21
Clk buf depth: 2
Stage-log warning count: 28
Post-cts repair resize count: 0
Later-pin clock latency in the skew report: 230 ps
Post-Syn Area: 262 um2
Number of global-route vias before repair: 210
Die X: 80 um
Setup Buffers After CTS: 0
Initial antenna violation count: 0
Pwr dens: 567 mW/mm2
Routing usage on met3: 0.0148
Endpoints left unconstrained: 2
Largest delay share family, worst path: buffers and inverters
Dominant cell type by area after synthesis: dfxtp_1
Worst path arrival time: 1540 ps
Most numerous logic cells after layout: ha_1, clkdlybuf4s50_1, nand2b_1, clkbuf_4, dfxtp_1
Global-route track usage on met1: 0.0166
FF+latch count, synth: 4
H-tree levels: 1
Critical path capture point type: flip-flop
Top Ports: 5
Clock slew at reported path FFs: 40 ps
Worst setup SP type: input port
Final TNS setup: 0 ps
Mux frac, synth: 0.0383
Final Wtd Congestion: 0.609
Diodes inserted: 0
Minimum clock period after layout: 1440 ps
Main area contributors after synthesis: dfxtp_1, ha_1, nand2b_1
Routed WL: 492 um
Busiest layer in global routing: met2
Skew final: 0.348 ps
Synth logic family: simple AND/OR/NAND/NOR gates
HP Class: reg2reg
Fin crit share: 0.758
Post-DP Area: 348 um2
Layout cells sized above 1: 0.118
Combinational Area: 168 um2
Lkg Pwr: 0.145 nW
CP max stage cell: clkdlybuf4s50_1
Final instance area: 374 um2
First-pass GRT wire length: 807 um
Distinct lib cells: 17
Max-slew violations: 0
Simple share: 0.258
Buf/Inv on CP: 2
Crit path DRT: 2000 ps
Drt pass-1 iters: 3
Die Y: 80 um
Max FO, Critical Path: 3
Initial detailed-routing violation count: 12
Max-area cell share: 0.230
Mean post-synth cell area: 9.69 um2
Dpl cells: 76
FP Util: 0.0766
Critical path type: in2reg
Max-slew headroom: 0.800
Root buf cell: clkbuf_4
FILL cells: 408
AO/OA Area Share: 0.120
Status: finished clean
Register pins left without a clock: 1
Max-cap viol count: 0
RSZ-0062 raised after global routing: false
Pre-CTS WS: 221 ps
DR vias/cell: 2.61
cells by family after synthesis:
group / count (synthesis)
AND/OR/NAND/NOR: 9
flip-flops: 3
XOR/XNOR: 1
multiplexers: 1
latches: 1
AND-OR/OR-AND: 5
buffers and inverters: 3
adder cells (fa/ha/maj): 4
cells in the mapped netlist:
master and instances:
ha_1 4, dfxtp_1 3, nand2b_1 3, a21oi_1 2, inv_1 2, nand3b_1 2
a21boi_1 1, and3b_1 1, and3b_2 1, buf_6 1, dlxtn_1 1, mux2i_1 1
nand4b_1 1, nor2b_1 1, o21ai_1 1, o221ai_1 1, xnor2_1 1
sequential cells by signal (all words and copies together) (netlist names):
signal,cells
q_state,3
led,1
metrics by stage:
stage	hold slack [ps]	utilization
3_5_place_dp	544	0.102
5_1_grt	587	0.110
3_3_place_gp	541	0.102
2_1_floorplan	459	-
6_report	561	0.110
4_1_cts	557	0.110
path summary, 6_finish.rpt:
path	slack, ps	from	cells after the start	endpoint
min reg2reg	560	q_state[2]	2	q_state[2]
min	560	q_state[2]	2	q_state[2]
max reg2reg	820	q_state[0]	3	q_state[0]
max	460	digito[1]	6	q_state[0]
layout make-up:
type,instances,share of cell area
multi-input combinational,20,0.448
sequential,4,0.201
tap,46,0.154
timing repair buffer,4,0.107
clock buffer,4,0.0702
inverter,2,0.0201
layer usage:
layer,share of wire,vias to the layer above
met1,0.42,95
met5,0,-
met2,0.41,6
met3,0.16,0
met4,0,0
li1,-,108
power by group:
group / total, mW / internal (mW) / switching (mW)
Combinational: 0.0272 / 0.0170 / 0.0103
Clock: 0.110 / 0.0786 / 0.0317
Sequential: 0.0747 / 0.0682 / 0.00646
worst min-delay path, stage by stage (launching register included):
cell	delay, ps
dfxtp_1	350
nand3b_1	100
a21boi_1	50
Power and IR drop assume default switching activity.
